**config.mk**
```make
export PLATFORM = sky130hd
export DESIGN_NAME = Ripple_carryadder
export DESIGN_NICKNAME = Ripple_carryadder
export VERILOG_FILES = /design/flow/design.v
export SDC_FILE = /design/flow/constraint.sdc
export NUM_CORES = 4
export LEC_CHECK = 1
export CORE_AREA = 10 10 70 70
export DIE_AREA = 0 0 80 80
```
**constraint.sdc**
```tcl
current_design Ripple_carryadder

set clk_period 5.0
set clk_io_pct 0.2

create_clock -name clk0 -period $clk_period

set non_clock_inputs [all_inputs -no_clocks]
set_input_delay [expr $clk_period * $clk_io_pct] -clock clk0 $non_clock_inputs
set_output_delay [expr $clk_period * $clk_io_pct] -clock clk0 [all_outputs]
```
**design.v**
```verilog
`timescale 1ns / 1ps
module Ripple_carryadder(
input[3:0]A,B,
input Cin,
output[3:0]sum,
output Cout
    );
assign{Cout,sum} = A+B+Cin;
endmodule
```
**run.sh**
```bash
#!/bin/bash
# OpenROAD 26Q1-2900-gdf79404cd8, Yosys 0.63+post, stock flow scripts
make -C /OpenROAD-flow-scripts/flow DESIGN_CONFIG=/design/flow/config.mk WORK_HOME=/design/flow/orfs finish
```
==> results.py <==
# Flow results
metrics = {
    "run_status": {
        "status": "complete, no violations",
    },
    "timing": {
        "finalMaxSlewViolations": 0,
        "finalHoldViolations": 0,
        "max_slew.worst_pin.slew_ns": 0.152,
        "rsz0062_at_grt": "false",
        "setup_viol": 0,
        "period_used_pct": 77.5,
        "tns_ns": 0,
        "maxSlewHeadroom_pct": 89.7,
        "fin_crit_ns": 3.88,
        "timing.fmax_mhz": 258,
    },
    "die": {
        "die_area_um2": 6400,
        "coreArea_um2": 3420,
        "rows": 21,
        "io_pins": 14,
        "die_w_um": 80,
        "die_y_um": 80,
        "fp-utilization_pct": 4.21,
    },
    "placement": {
        "io_buffer_count": 14,
        "dp.cells": 76,
        "dpl-instance-area_um2": 342,
        "place.gp.congestion": 0.753,
    },
    "detailed_routing": {
        "vias": 154,
        "routed_wl_um": 502,
        "wl_per_cell_um": 6.61,
        "drt_iter0_drc": 2,
        "dr.pass1.iters": 2,
        "diodes": 0,
        "drc": 0,
        "avgViaCountPerCell": 2.03,
        "antenna_left": 0,
    },
    "layout": {
        "fin_cells": 76,
        "num-clock-buffers": 0,
        "final_area_um2": 342,
        "flop_area_um2": 0,
        "areaGrowthSynthToFinish_pct": 137,
        "final_util_pct": 10.0,
        "drive_gt1_share_pct": 3.33,
        "fill_cells": 405,
        "ff_count": 0,
    },
    "synth": {
        "syn_area_um2": 144,
        "ys_seq_share_pct": 0,
        "yosysWarnings": 0,
        "synth.avg_cell_area_um2": 8.99,
        "synth_cells": 16,
        "ys_cells": 16,
        "yosysChipArea_um2": 144,
        "synth_cell_types": 9,
    },
    "min_path": {
        "min_path_type": "input pin to output pin",
        "min_delay_path_depth": 4,
    },
    "grt": {
        "antenna_found_initial": 0,
        "grt.overflow.total": 0,
        "grt_pass1_vias": 155,
        "grt_first_pass_wirelength_um": 752,
        "grt_max_degree": 4,
        "grt_use_total_pct": 1.48,
    },
    "power_and_ir_drop": {
        "leakagePower_nw": 0.135,
        "peakVddDrop_mv": 0.0113,
        "powerDensity_nw_per_um2": 100,
        "power_mw": 0.0341,
    },
    "flow_run": {
        "maxCapViolations": 0,
        "warnings": 35,
    },
    "clock_network": {
        "holdBufCountCts": 0,
        "cts_resized": 0,
        "cts_setup_buffers": 0,
    },
    "critical_path": {
        "arrival_ns": 2.88,
        "path_class": "input pin to output pin",
        "critPathLaunchType": "input pin",
        "cp_max_fo": 2,
        "required_ns": 4.00,
        "end_kind": "output pin",
    },
}
-- power by group --
| group | total [mW] | internal, mW | switching, mW |
|---|---|---|---|
| Clock | 0 | 0 | 0 |
| Sequential | 0 | 0 | 0 |
| Combinational | 0.0341 | 0.0244 | 0.00978 |
-- cells by family after synthesis --
logic type                 synth area share [%]
adders and majority gates                  53.9
and+or+nand+nor                            8.70
buffers and inverters                      10.4
AOI/OAI and AO/OA                          14.8
xor gates and xnor gates                   12.2
-- synthesized netlist by cell type --
cell | n | area share [%]
fa_1 | 2 | 28
a21oi_2 | 1 | 6.1
a21o_1 | 1 | 5.2
inv_1 | 4 | 10
ha_1 | 3 | 26
xnor2_1 | 2 | 12
o21ai_0 | 1 | 3.5
nor2b_1 | 1 | 4.4
nand2b_1 | 1 | 4.4
-- area by class of cell --
class / count / area (µm²) / share of cell area (%)
timing repair buffer: 14 / 140 / 41.0
multi-input combinational: 12 / 129 / 37.7
tap: 46 / 57.6 / 16.8
inverter: 4 / 15.0 / 4.40
-- worst max-delay path, stage by stage --
cell	delay, ns
clkdlybuf4s50_1	0.43
fa_1	0.45
inv_1	0.08
fa_1	0.40
inv_1	0.06
clkdlybuf4s50_1	0.46
-- per-stage QoR --
step	hold WS (ns)	setup slack [ns]
finish	3.08	1.12
global route	3.13	1.02
CTS	3.09	1.11
detailed placement	3.09	1.11
global placement	3.09	1.12
floorplan	2.10	2.08
-- placed cells by master, fill, tap and decap left out, drive strengths merged --
cell,Yosys,final
ha,3,3
xnor2,2,2
nand2b,1,1
a21o,1,1
clkdlybuf4s50,0,14
o21ai,1,1
nor2b,1,1
inv,4,4
fa,2,2
a21oi,1,1
-- worst paths after layout --
check | from | end | slack [ns]
hold / removal | B[3] | sum[3] | 3.08
setup / recovery | A[0] | sum[1] | 1.12
-- routing by layer --
| metal | up-vias | track usage, % | part of all wire [%] |
|---|---|---|---|
| met2 | 12 | 1.77 | 29 |
| met5 | - | 0 | 0 |
| li1 | 78 | - | - |
| met4 | 0 | 0 | 0 |
| met1 | 64 | 1.86 | 40 |
| met3 | 0 | 1.59 | 31 |
Power figures rest on the tool's default switching activity, not on a simulated workload.
