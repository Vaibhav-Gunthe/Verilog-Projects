## flow/run.sh

```bash
#!/bin/bash
# OpenROAD 26Q1-2900-gdf79404cd8, Yosys 0.63+post, stock flow scripts
make -C /OpenROAD-flow-scripts/flow DESIGN_CONFIG=/design/flow/config.mk WORK_HOME=/design/flow/orfs finish
```

## flow/config.mk

```make
export PLATFORM = sky130hd
export DESIGN_NAME = barrel_shifter_8bit
export DESIGN_NICKNAME = barrel_shifter_8bit
export VERILOG_FILES = /design/flow/design.v
export SDC_FILE = /design/flow/constraint.sdc
export NUM_CORES = 4
export LEC_CHECK = 1
export CORE_AREA = 10 10 70 70
export DIE_AREA = 0 0 80 80
```

## flow/constraint.sdc

```tcl
current_design barrel_shifter_8bit

set clk_period 1.8
set clk_io_pct 0.2

create_clock -name clk0 -period $clk_period

set non_clock_inputs [all_inputs -no_clocks]
set_input_delay [expr $clk_period * $clk_io_pct] -clock clk0 $non_clock_inputs
set_output_delay [expr $clk_period * $clk_io_pct] -clock clk0 [all_outputs]
```

## flow/design.v

```verilog
`timescale 1ns / 1ps
module barrel_shifter_8bit(
input [7:0]in,
input n,
input [2:0]sel,
output reg[7:0]out
    );
    always@(*)
    begin 
    if(n==0)      
    begin
    out=in<<sel;
    end
    else          
    begin
    out=in>>sel;
    end
    end
endmodule
```

==> impl.org <==
#+TITLE: Synthesis and PnR summary

** Setup path
- Per STA, the worst path accumulates the most delay in the family buffers and inverters.
- The script reports the combined buffer and inverter count of the critical path as 4.
- Element type at the critical path start :: primary input
- Critical-path maximum fanout :: 7
- Required time at the worst-slack endpoint :: 1.44 ns
- Critical-path top delay cell :: nor3b_2
- Cell occurring most often along the worst timing path :: buf_8
- Setup CP Type :: primary input to output port
- Crit-path cells :: buf_8 -> buf_8 -> buf_6 -> mux2i_4 -> nor3b_2 -> a211oi_2 -> a22oi_1 -> buf_2
- The worst setup path is captured at an output port.
- Per STA, the highest per-stage delay on the worst path measures 0.22 ns.
- The arrival time of data at the worst endpoint is listed as roughly 1.5 ns.

** Cells and area
- Sequential cell count :: 0
- Share of layout cells above drive strength 1 :: roughly 68%
- Compared with the post-synthesis result, the final layout area differs by 110%.
- Cells fill roughly 34% of the core in the end.
- Registers take 0 sq um.
- Number of clock buffers in the layout :: 0
- Post-route cell area :: approximately 1200 sq um

** Routing
- Average detailed-routed wire length per instance :: ~15 um
- Per the post-route antenna check, the number of violating nets is 0.
- Via density :: between 4 and 5
- In the routed design, unresolved DRC markers number 0.
- In the routed netlist, the antenna diode instances number 0.
- The first detailed-routing pass ran for 4 iterations.
- Per the detail_route report, the via count comes to between 700 and 800.
- In this run, the number of DRC markers left after iteration 0 of detailed routing was 24.
- Total length of routed wires :: 2540 um

** Yosys
- Max-area cell share :: 14.3%
- Synth cell types :: 34
- In the synthesized netlist, the cells that appear most often are 8 x mux2i_1, 8 x nand2_1, 5 x nor2_1, 4 x a21oi_1, 4 x nand2b_1.
- After technology mapping, the gate count stands at between 70 and 80.
- The main area contributors are mux2i_1 14%, mux4_1 9.4%, mux4_2 8.0%.
- After synthesis the cells add up to 561 sq um.
- Seq/Total Area, Yosys :: 0%
- Cell type contributing the most total cell area after synthesis :: mux2i_1
- For this run, the number of Yosys warnings is 1.
- Averaged over all synthesized cells, the footprint is about 7.7 sq um.
- The number of cells reported by Yosys stat comes to 73.
- Chip area estimate from yosys synthesis :: around 560 sq um

** Final timing
- Headroom to the max-slew limit :: roughly 84%
- At the pin with the least slew margin, the transition time is approximately 0.24 ns.
- Max-slew check failures listed in the final report amount to 0.
- Finish-stage setup viols :: 5
- Counting endpoints that fail hold in the final report gives 0.
- Setup repair after global routing could not meet its margin everywhere.
- Min cycle time layout :: 1.86 ns
- Share of the clock period used by the worst path :: 104%
- The flow reports an fmax of between 0.5 and 0.6 GHz.
- Worst setup margin :: -0.0632 ns

** Placed design
- Input and output buffers added on the ports amount to 20.
- The final weighted congestion recorded by global placement is slightly above 0.8.
- Post-placement cell area :: between 900 and 1000 sq um
- Note, the detailed placer reported a final HPWL of 1630 um.
- Per the post-place timing report, worst setup slack is -0.894 ns.

** GRT
- Entering global routing, the biggest net connects 9 pins.
- Initial antenna violation count :: 0
- Overall routing resource usage recorded by global route was 7.46%.
- Global-route wire length before repair :: between 3000 and 4000 um
- The number of global-route vias before repair came to approximately 800.
- The global route stage reports its total congestion overflow as 0.

** Power
- Power per unit of standard cell area :: ~260 nW/um^2
- Worst vdd ir :: 87.4 uV
- Leakage power of the design :: between 0.5 and 0.6 nW

** Floorplanning
- Per the OpenROAD floorplan log, the area of the die is 6400 sq um.
- Pin placement for this block handled 20 I/O pins.
- Std-Cell Rows :: 21
- The die is roughly 80 um wide.
- Before placement the cells fill 16.4% of the core.
- The core region is around 3400 sq um.
- The die is 80 um tall.

** Run status
- The run finished, with violations left.
- The checks that failed: setup timing.

** Job
- Across all stage logs, warnings added up to 34.
- In this run the maximum-capacitance check reported violations numbering 0.

** Clocking
- Quantity of hold-fixing buffers added after cts :: 0

** Min path
- Checking hold timing, the worst path is listed with class primary input to output port.
==> path summary, 6_finish.rpt <==
path | from | to | depth (start not counted)
hold / removal | sel[1] | out[2] | 5
setup / recovery | sel[1] | out[3] | 8
==> through the flow <==
step	TNS, ns	hold slack [ns]	std cells	total power [W]
floorplan	0	0.829	73	0.000103
global placement	-6.32	1.86	156	0.000230
detailed placement	-6.33	1.85	156	0.000231
CTS	-0.345	1.19	170	0.000286
global route	-0.511	1.22	169	0.000324
finish	-0.170	1.19	169	0.000302
==> cell type report <==
cell class / count / area, sq um
fillers: 346 / 2240
inverters: 1 / 3.75
multi-input cells: 65 / 651
well taps: 46 / 57.6
repair buffers: 57 / 463
==> placed cells by master (no fill, tap or decap), types with 2 or more instances in the layout <==
cell,netlist,routed
nand2b_1,4,2
a21oi_1,4,2
clkbuf_2,0,2
buf_4,3,24
o31ai_1,2,2
nand3b_1,2,2
nand2b_4,0,2
mux2i_4,0,4
nor2b_4,0,2
nor2_1,5,5
mux2_4,1,2
a21oi_2,0,2
mux2i_1,8,4
nand3_1,2,2
mux4_2,2,4
nand2_1,8,6
o21ai_1,0,2
buf_8,0,3
buf_2,2,15
buf_6,1,11
nand2_2,0,2
==> timing repair <==
| action | 4_1_cts | 5_1_grt |
|---|---|---|
| buffers inserted | 14 | 0 |
| endpoints found under the setup margin | 8 | 8 |
| resized | 103 | 17 |
| pin swaps | 15 | 13 |
==> metal layers <==
layer	routed length (um)	GRT usage, %	vias up
met3	116	1.70	2
met5	0	0	-
met4	16	0.528	0
met2	1160	11.0	14
li1	-	-	380
met1	1260	11.1	384
==> cell families (layout without fill, tap and decap cells) <==
logic type | count (synthesis) | after routing | share of synthesized area, %
AND/OR/NAND/NOR | 31 | 31 | 29.9
AND-OR/OR-AND | 20 | 20 | 24.6
multiplexers | 14 | 14 | 36.4
buffers and inverters | 8 | 58 | 9.15
==> power by group <==
group | total [W] | leakage (nW) | internal (W) | switching (W)
Clock | 0 | 0 | 0 | 0
Combinational | 0.000302 | 0.516 | 0.000175 | 0.000127
Sequential | 0 | 0 | 0 | 0
Power is estimated from default activity; no workload was simulated.
